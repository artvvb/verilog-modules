**flow/run.sh**
```bash
#!/bin/bash
# OpenROAD 26Q1-2900-gdf79404cd8, Yosys 0.63+post, stock flow scripts
make -C /OpenROAD-flow-scripts/flow DESIGN_CONFIG=/design/flow/config.mk WORK_HOME=/design/flow/orfs finish
```
**flow/design.v**
```verilog
`timescale 1ns / 1ps
module counter #(
    parameter integer HIGH = 2**8-1
) (
    input wire clock,
    input wire clock_enable,
    input wire sync_reset,
    input wire enable,
    output reg [$clog2(HIGH)-1:0] count,
    output wire tc
);
    initial begin
        count <= 'b0;
    end
    always @(posedge clock) begin
        if (clock_enable == 1'b1) begin
            if (sync_reset == 1'b1) begin
                count <= 'b0;
            end else if (enable == 1'b1) begin
                if (tc == 1'b1) begin
                    count <= 'b0;
                end else begin
                    count <= count + 1'b1;
                end
            end
        end
    end
    assign tc = (count == HIGH) ? 1'b1 : 1'b0;
endmodule
`timescale 1ns / 1ps
module top (
    input wire clock,
    output wire led
);
    wire carry;
    counter #(
        .HIGH         (50_000_000 - 1)
    ) counter_inst (
        .clock        (clock),
        .clock_enable (1'b1),
        .sync_reset   (1'b0),
        .enable       (1'b1),
        .count        (),
        .tc           (carry)
    );
    register #(
        .RESET_VALUE  (0),
        .WIDTH        (1)
    ) register_inst (
        .clock        (clock),
        .reset        (1'b0),
        .write_enable (carry),
        .data_i       (~led),
        .data_o       (led)
    );
endmodule
`timescale 1ns/1ps
`default_nettype none
module register #(
    parameter RESET_VALUE = 0,
    parameter WIDTH = 1
) (
    input wire             clock,
    input wire             reset,
    input wire             write_enable,
    input wire [WIDTH-1:0] data_i,
    output reg [WIDTH-1:0] data_o = RESET_VALUE
);
    always @(posedge clock) begin
        if (reset) begin
            data_o <= RESET_VALUE;
        end else if (write_enable == 1'b1) begin
            data_o <= data_i;
        end
    end
endmodule
```
**flow/config.mk**
```make
export PLATFORM = sky130hd
export DESIGN_NAME = top
export DESIGN_NICKNAME = top
export VERILOG_FILES = /design/flow/design.v
export SDC_FILE = /design/flow/constraint.sdc
export NUM_CORES = 4
export LEC_CHECK = 1
export CORE_AREA = 10 10 97 97
export DIE_AREA = 0 0 107 107
```
**flow/constraint.sdc**
```tcl
current_design top

set clk_period 4.9
set clk_io_pct 0.2

create_clock -name clk0 -period $clk_period [get_ports {clock}]

set non_clock_inputs [all_inputs -no_clocks]
set_input_delay [expr $clk_period * $clk_io_pct] -clock clk0 $non_clock_inputs
set_output_delay [expr $clk_period * $clk_io_pct] -clock clk0 [all_outputs]
```
==> flow_metrics.py <==
# Flow results
metrics = {
    "grt": {
        "antenna_violations_before_repair": 0,
        "global_router_s_overall_resource_usage_pct": 3.828,
        "grt_max_degree": 15,
        "grt-ovfl-total": 0,
        "first_global_vias": 778,
        "first_pass_grt_wire_length_um": 3788,
    },
    "cells_and_area": {
        "post_layout_nonfiller_instances": 236,
        "top_logic_cell_by_instance_count_in_the_layout": "sky130_fd_sc_hd__dfxtp_1",
        "syn2layout_area_growth_pct": 14.59,
        "fillers": 825,
        "final_layout_size_suffix_gt1_share_pct": 10.22,
        "most-common-layout-cells": "26 x sky130_fd_sc_hd__dfxtp_1, 14 x sky130_fd_sc_hd__nand2_1, 12 x sky130_fd_sc_hd__nor2_1",
    },
    "critical_path": {
        "crit_path_start_kind": "register",
        "worstPathMaxFanout": 9,
        "path_class": "reg -> reg",
        "endpoint_kind": "register",
        "arrival_ns": 2.17,
        "required_ns": 4.89,
    },
    "final_timing": {
        "holdWs_ns": 0.4507,
        "setup-tns-final_ns": 0,
        "slew_violations": 0,
        "fin_crit_ns": 2.187,
        "setup_violations_final": 0,
        "unrepaired_setup_endpoints_after_global_routing": "false",
        "timing.max_slew.rel_slack_pct": 45.80,
        "fin_worst_skew_ns": 0.004931,
        "timing_worst_slew_pin_value_ns": 0.8063,
        "fmaxAchievable_ghz": 0.4572,
        "timing.final.crit_share_pct": 44.64,
        "finalHoldViolations": 0,
    },
    "synthesis": {
        "synth.area.mux_share_pct": 0.8163,
        "synthAoiAreaFrac_pct": 7.755,
        "netlist-cell-type-count": 37,
        "yosys_register_bits": 27,
        "ys_area_um2": 1226,
        "top_logic_kind": "simple AND/OR/NAND/NOR gates",
        "synth_adder_area_share_pct": 1.020,
        "simple_gate_area_share_pct": 31.12,
        "yosysCellCount": 133,
        "ys_sh_xor_pct": 11.43,
        "yosysSeqAreaShare_pct": 44.90,
        "gate_count_post_synth": 133,
        "syn_area_um2": 1226,
        "syn-mean-instance-area_um2": 9.219,
        "count_of_warnings_emitted_by_yosys": 2,
    },
    "routing": {
        "wl_um": 2193,
        "detail-route-antenna-nets": 0,
        "detailed_route_drc_error_count": 0,
        "post_drt_wl_per_cell_um": 9.292,
        "detail_route.first_pass.iterations": 4,
        "num_antenna_cells": 0,
        "initialDrtViolationCount": 28,
        "routed-via-count": 913,
        "route.detailed.vias_per_inst": 3.869,
    },
    "pwr": {
        "peakVddDrop_v": 0.00009922,
        "p_leak_nw": 0.5130,
        "p_sw_share_pct": 18.87,
        "combinationalPowerShare_pct": 0,
        "cell_internal_power_mw": 0.2784,
        "power_switching_mw": 0.06478,
        "power.sequential.fraction_pct": 64.2,
        "powerDensity_nw_per_um2": 244.3,
        "clockPowerShare_pct": 35.8,
    },
    "floorplan": {
        "floorplan.initialDensity_pct": 16.82,
        "top_level_i_o_count": 2,
        "num_rows": 31,
        "core_area_um2": 7292,
        "die_height_um": 107,
        "chip_area_um2": 11450,
        "die-width_um": 107,
    },
    "clock_tree": {
        "tritoncts_num_sinks": 27,
        "cts_tree": "done",
        "htree_levels": 1,
        "clkLatencyLatePin_ns": 0.27,
        "number_of_buffers_inserted_during_clock_tree_synthesis": 3,
        "holdBufCountCts": 0,
        "clock_tree.buffer_depth": 2,
        "clockRootBuffer": "sky130_fd_sc_hd__clkbuf_8",
        "post_cts_buffers": 0,
        "ctsResizeCount": 0,
        "cts.reportedPaths.clkPinSlew_ns": 0.09,
    },
    "placed_design": {
        "tally_of_buffers_added_on_design_ports": 1,
        "final_gp_congestion": 0.8320,
        "number_of_instances_in_the_placed_design": 232,
        "detailed_place_hpwl_um": 1550,
    },
    "flow_run": {
        "log.warning_count": 25,
        "drv.max_cap_violation_count": 0,
    },
    "run_status": {
        "run_status": "finished, final reports clean",
    },
    "worst_hold_path": {
        "worst_hold_path_type": "reg -> reg",
    },
}
==> worst max-delay path, cell delays in order (launching register included) <==
cell	delay (ns)
sky130_fd_sc_hd__dfxtp_1	0.36
sky130_fd_sc_hd__ha_1	0.21
sky130_fd_sc_hd__and2_1	0.22
sky130_fd_sc_hd__nand2_1	0.10
sky130_fd_sc_hd__nor4_2	0.72
sky130_fd_sc_hd__buf_4	0.29
==> power by group through the flow <==
| stage | Sequential (mW) | Combinational (mW) | Clock (mW) |
|---|---|---|---|
| 6_report | 0.220 | 0.000000269 | 0.123 |
| 5_1_grt | 0.220 | 0.000000269 | 0.139 |
| 4_1_cts | 0.220 | 0.000000269 | 0.129 |
==> per-layer routing <==
metal / GRT usage (%) / wire, um / vias up
met5: 0 / 0 / -
met4: 0.5803 / 34 / 0
met3: 1.031 / 55 / 2
met2: 5.619 / 873 / 5
met1: 5.584 / 1229 / 417
li1: - / - / 489
==> kinds of logic (layout without fill, tap and decap cells) <==
group                    after synthesis  count (layout)
multiplexers                           1               1
buffers and inverters                  7              11
flip-flops                            27              27
AND/OR/NAND/NOR                       66              66
AND-OR/OR-AND                         15              15
XOR/XNOR                              16              16
adder cells (fa/ha/maj)                1               1
==> registers in the layout (all words and copies together), names as in the netlist <==
| signal | cells |
|---|---|
| counter_inst.count | 26 |
| register_inst.data_o | 1 |
==> Yosys cell counts <==
cell	n	area share, %
sky130_fd_sc_hd__a21oi_2	1	0.71
sky130_fd_sc_hd__and4b_1	1	0.82
sky130_fd_sc_hd__ha_1	1	1.0
sky130_fd_sc_hd__and4_2	1	0.82
sky130_fd_sc_hd__nand4b_1	1	0.71
sky130_fd_sc_hd__or4_4	2	1.8
sky130_fd_sc_hd__or4_1	2	1.2
sky130_fd_sc_hd__and2_1	1	0.51
sky130_fd_sc_hd__nand3_1	9	3.7
sky130_fd_sc_hd__or3_1	2	1.0
sky130_fd_sc_hd__nor4b_1	2	1.4
sky130_fd_sc_hd__or4_2	1	0.71
sky130_fd_sc_hd__xnor2_1	9	6.4
sky130_fd_sc_hd__nand4_1	5	2.6
sky130_fd_sc_hd__mux2i_1	1	0.82
sky130_fd_sc_hd__nor2_1	12	3.7
sky130_fd_sc_hd__a41o_1	1	0.82
sky130_fd_sc_hd__and4_1	1	0.71
sky130_fd_sc_hd__edfxtp_1	1	2.4
sky130_fd_sc_hd__o31ai_1	3	1.8
sky130_fd_sc_hd__a21oi_1	6	2.4
sky130_fd_sc_hd__o21ai_0	2	0.82
sky130_fd_sc_hd__inv_1	4	1.2
sky130_fd_sc_hd__a21o_1	1	0.61
sky130_fd_sc_hd__buf_2	2	0.82
sky130_fd_sc_hd__nand4_2	1	1.0
sky130_fd_sc_hd__nand2_1	14	4.3
sky130_fd_sc_hd__buf_6	1	0.92
sky130_fd_sc_hd__or2_2	2	1.0
sky130_fd_sc_hd__dfxtp_1	26	42
sky130_fd_sc_hd__nor4bb_1	1	0.82
sky130_fd_sc_hd__nor4_1	4	2.0
sky130_fd_sc_hd__xor2_1	7	5.0
sky130_fd_sc_hd__o22ai_1	1	0.51
sky130_fd_sc_hd__and3b_1	1	0.71
sky130_fd_sc_hd__nor2b_1	1	0.51
sky130_fd_sc_hd__and3_1	2	1.0
==> metrics by stage <==
step	utilization, %	setup WS (ns)	cell area, um2	power (mW)
5_1_grt	19.27	2.547	1405	0.3597
4_1_cts	19.27	2.674	1405	0.3496
2_1_floorplan	-	2.865	1226	0.2255
3_3_place_gp	18.65	2.745	1360	0.2255
3_5_place_dp	18.65	2.678	1360	0.2255
6_report	19.27	2.713	1405	0.3432
==> worst paths after layout <==
kind,startpoint,end,slack (ns),cells after the start
hold / removal,counter_inst.count[0],counter_inst.count[0],0.45,1
hold reg to reg,counter_inst.count[0],counter_inst.count[0],0.45,1
setup / recovery,counter_inst.count[0],register_inst.data_o,2.71,5
setup reg to reg,counter_inst.count[0],register_inst.data_o,2.71,5
==> area by class of cell <==
cell class / count / area [um2] / area share, %
inverter: 4 / 15.01 / 1.069
timing repair buffer: 3 / 25.02 / 1.781
clock buffer: 4 / 45.04 / 3.206
sequential: 27 / 550.5 / 39.18
multi-input combinational: 99 / 645.6 / 45.95
tap: 99 / 123.9 / 8.816
Power and IR drop assume default switching activity.
