===== flow/run.sh =====
#!/bin/bash
# OpenROAD 26Q1-2900-gdf79404cd8, Yosys 0.63+post, stock flow scripts
make -C /OpenROAD-flow-scripts/flow DESIGN_CONFIG=/design/flow/config.mk WORK_HOME=/design/flow/orfs finish

===== flow/design.v =====
`timescale 1ns / 1ps
module bram #(parameter integer WIDTH=8, parameter integer DEPTH=256) (
    input wire clk,
    input wire areset,
    input wire wen,
    input wire [$clog2(DEPTH)-1:0] waddr,
    input wire [WIDTH-1:0] wdata,
    input wire [$clog2(DEPTH)-1:0] raddr,
    output reg [WIDTH-1:0] rdata
);
    reg [WIDTH-1:0] mem [DEPTH-1:0];
    always@(posedge clk, posedge areset) begin
        if (areset) begin
            rdata <= 0;
        end else begin
            rdata <= mem[raddr];
            if (wen) begin
                mem[waddr] <= wdata;
            end
        end
    end
endmodule

===== flow/config.mk =====
export PLATFORM = sky130hd
export DESIGN_NAME = bram
export DESIGN_NICKNAME = bram
export VERILOG_FILES = /design/flow/design.v
export SDC_FILE = /design/flow/constraint.sdc
export NUM_CORES = 4
export LEC_CHECK = 1
export CORE_UTILIZATION = 50

===== flow/constraint.sdc =====
current_design bram

set clk_period 2.5
set clk_io_pct 0.2

create_clock -name clk0 -period $clk_period [get_ports {clk}]

set non_clock_inputs [all_inputs -no_clocks]
set_input_delay [expr $clk_period * $clk_io_pct] -clock clk0 $non_clock_inputs
set_output_delay [expr $clk_period * $clk_io_pct] -clock clk0 [all_outputs]

==> summary.rpt <==
==== FLOW RESULTS ====
----------------------------------------------------
[Yosys]
  Ys async rst share ........................ 0.00389
  Synthesized-area fraction occupied by and/or/nand/nor cells ........................ 0.0707
  Post-Synthesis Cell Area ........................ 78000 µm²
  Sequential element share of the synthesized area ........................ 0.791
  Top FF cell, synth ........................ edfxtp_1
  Cell types with the highest counts after synthesis ........................ edfxtp_1, a22oi_1, nor2_1, nand3_1, a32oi_1
  Area leader, netlist ........................ edfxtp_1
  Count of different cell masters after synthesis ........................ approximately 64
  Yosys Instances ........................ 4675
  Average footprint of a synthesized cell ........................ 16.7 µm²
  Adder share ........................ 0
  Cell count after synthesis ........................ 4675
  Post-synthesis compound-gate area fraction ........................ 0.116
  Mux frac, synth ........................ 0.000947
  Register bit total from synthesis ........................ 2056
  Count of synthesis-stage warnings from yosys ........................ 2
  Parity-gate share of the synthesized area counting xor and xnor cells ........................ 0.000112
  Area share of the leading cell type in the synthesized netlist ........................ 0.789
  Largest logic family ........................ AND-OR/OR-AND gates
  Number of enable flip-flop cells ........................ 2048
  Top area cells in the synthesized netlist ........................ edfxtp_1, a22oi_1, a32oi_1
  Area figure in the yosys stat output ........................ between 70000 and 80000 µm²
  Library cell with the highest instance count after synthesis ........................ edfxtp_1

[Floorplanning]
  Die Y ........................ approximately 400 µm
  Ports placed on the boundary ........................ 35
  Floorplan die width ........................ slightly below 400 µm
  Standard-cell row count ........................ 144
  Floorplan Utilization ........................ 0.505

[Global route]
  Global-route wire length before repair ........................ 723 mm
  Largest net degree at the start of global routing ........................ between 100 and 150
  Number of global-route vias before repair ........................ 76800
  GRT Resource Usage Total ........................ 0.793
  Overflow left after global routing ........................ 2

[Outcome]
  Status ........................ aborted with a tool error
  Stage at which the run stopped ........................ global routing
  First Error ........................ [ERROR GRT-0116] Global routing finished with congestion. Check the congestion regions in the DRC Viewer.

[Placement]
  Number of buffers added on ports ........................ 34
  HPWL Detailed ........................ roughly 370 mm
  Placement-stage cell area ........................ 96700 µm²
  Final GP Congestion ........................ about 1.4

[Clocking]
  TritonCTS Buffers ........................ 204
  Clock net sink count ........................ around 2100
  Clock H-tree levels ........................ 4
  Root Buffer ........................ clkbuf_16
  Buffer depth of the longest clock path ........................ 3

----------------------------------------------------
==> metal layers <==
layer / GRT usage / GRT overflow
met1: 0.770 / 1
met2: 0.877 / 0
met3: 0.787 / 0
met4: 0.686 / 0
met5: 0.650 / 1
==> per-stage QoR <==
step | setup WS, ns | utilization | TNS, ns | cells
floorplan | -0.262 | - | -1.23 | 4675
global placement | -1.85 | 0.626 | -132.19 | 8128
detailed placement | -1.82 | 0.626 | -151.61 | 8128
CTS | -0.372 | 0.684 | -0.768 | 8581
==> cell families after synthesis <==
family                    after synthesis
DFF                                  2056
and+or+nand+nor                      1079
xor gates and xnor gates                1
AOI/OAI and AO/OA                    1173
muxes                                   7
buffers and inverters                 359
==> repair_timing <==
item	4_1_cts
pin swaps	93
gates cloned	5
hold buffers	1
resized	309
setup endpoints to repair	8
hold endpoints to repair	1
setup buffers	74
