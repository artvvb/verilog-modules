[flow/run.sh]
#!/bin/bash
# OpenROAD 26Q1-2900-gdf79404cd8, Yosys 0.63+post, stock flow scripts
make -C /OpenROAD-flow-scripts/flow DESIGN_CONFIG=/design/flow/config.mk WORK_HOME=/design/flow/orfs finish
[flow/config.mk]
export PLATFORM = sky130hd
export DESIGN_NAME = uart_hex_format
export DESIGN_NICKNAME = uart_hex_format
export VERILOG_FILES = /design/flow/design.v
export SDC_FILE = /design/flow/constraint.sdc
export NUM_CORES = 4
export LEC_CHECK = 1
export CORE_UTILIZATION = 50
[flow/constraint.sdc]
current_design uart_hex_format

set clk_period 3.9
set clk_io_pct 0.2

create_clock -name clk0 -period $clk_period [get_ports {clk}]

set non_clock_inputs [all_inputs -no_clocks]
set_input_delay [expr $clk_period * $clk_io_pct] -clock clk0 $non_clock_inputs
set_output_delay [expr $clk_period * $clk_io_pct] -clock clk0 [all_outputs]
[flow/design.v]
`timescale 1ns / 1ps
module uart_hex_format(clk, start, din, tx);
    parameter CLOCK_FREQUENCY = 200000000;
    parameter BAUD_RATE = 9600;
    parameter FORMAT_SLOTS = 2;
    parameter FORMAT_STR_LEN = 22;
    parameter FORMAT_STR_LEN_LOG2 = 5;
    parameter FORMAT_STRING = "Button R\1C\2 Pressed!\r\n";
    input wire clk;
    input wire start;
    input wire [4*FORMAT_SLOTS-1:0] din;
    output wire tx;
    reg tx_start = 0;
    reg [7:0] tx_din;
    wire tx_busy, tx_ready_flag;
    uart_tx #(
        .CLOCK_FREQUENCY(CLOCK_FREQUENCY),
        .BAUD_RATE(BAUD_RATE)
    ) m_uart_tx (
        .clk(clk),
        .start(tx_start),
        .din(tx_din),
        .tx(tx),
        .busy(tx_busy),
        .ready_flag(tx_ready_flag)
    );
    localparam S_IDLE = 0, S_TX_BUSY = 1, S_BUSY = 2;
    reg [1:0] state = S_IDLE;
    reg [3:0] format [FORMAT_SLOTS-1:0];
    reg [FORMAT_STR_LEN_LOG2+3-1:0] idx = 0;
    genvar i;
    generate for (i=0; i<FORMAT_SLOTS; i=i+1) begin : FORMAT_IDX
    always@(posedge clk)
        if (state == S_IDLE && start == 1)
            format[i] <= din[4*i+3:4*i];
    end endgenerate
    always@(posedge clk)
        if (state == S_IDLE) begin
            if (start == 1) begin
                state <= S_TX_BUSY;
                idx <= {FORMAT_STR_LEN-1, 3'b0};
            end
        end else if (state == S_TX_BUSY) begin
            if (tx_busy == 0) begin
                state <= S_BUSY;
            end
        end else if (state == S_BUSY) begin
            if (tx_ready_flag == 1) begin
                if (idx == 0) begin
                    state <= S_IDLE;
                end else begin
                    idx <= idx - 8;
                end
            end
        end else
            state <= S_IDLE;
    always@(posedge clk)
        if (state == S_TX_BUSY && tx_busy == 0)
            tx_start <= 1;
        else if (state == S_BUSY && tx_ready_flag == 1 && idx > 0)
            tx_start <= 1;
        else
            tx_start <= 0;
    reg [7:0] ch_tmp;                
    always@* begin
        ch_tmp = 8'hFF & (FORMAT_STRING >> idx);
        if (ch_tmp <= FORMAT_SLOTS)
            tx_din = (format[ch_tmp-1] < 10) ? "0" + format[ch_tmp-1] : "A" + format[ch_tmp-1] - 10;  
        else
            tx_din = 8'hFF & (FORMAT_STRING >> idx);
    end
endmodule
`timescale 1ns / 1ps
module uart_tx (clk, start, din, tx, busy, ready_flag);
    input wire clk;
    input wire start;
    input wire [7:0] din;
    output wire tx;
    output reg busy = 0;
    output reg ready_flag = 1;  
    reg [9:0] data = 10'h3FF;
    reg [31:0] count;
    reg [3:0] bit_idx = 0;
    parameter CLOCK_FREQUENCY = 200000000;
    parameter BAUD_RATE = 9600;
    localparam TIMER_MAX = CLOCK_FREQUENCY/BAUD_RATE-1; 
    always@(posedge clk)
        if (busy == 0) begin
            if (start == 1) begin
                busy <= 1;
                data <= {1'b1, din, 1'b0};
                count <= 0;
                bit_idx <= 0;
            end
        end else begin
            if (count >= TIMER_MAX) begin
                count <= 0;
                if (bit_idx >= 9)
                    if (start == 1) begin
                        data <= {1'b1, din, 1'b0};
                        bit_idx <= 0;
                    end else
                        busy <= 0;
                else
                    bit_idx <= bit_idx + 1;
            end else
                count <= count + 1;
        end
    assign tx = data[bit_idx];
    always@*
        if (count >= TIMER_MAX && bit_idx == 9)
            ready_flag = 1;
        else
            ready_flag = 0;
endmodule
==> Changelog: implementation <==
### Metrics

- Worst-Margin Slew: 739 ps
- Die ar.: 0.00684 sq mm
- Critical Path RT: 3120 ps
- Comb area: 0.00136 sq mm
- Critical-path top delay cell: edfxtp_1
- CP arrival: 2130 ps
- First-pass GRT wire length: 8840 um
- DP Wirelength: 3560 um
- Multiplexer share: 5.03%
- Most frequent cells after synthesis: 60 x edfxtp_1, 31 x nor2_1, 17 x nand2_1
- Antenna-violating nets left: 0
- Clock slew at reported path FFs: 70 ps
- H-tree depth: 3
- Setup Total Neg Slack: 0 ps
- Post-synth EDFFs: 60
- Rows: 29
- Clk latency late pin: 330 ps
- Yosys aoi share: 11.4%
- Leakage power total: 1.35 nW
- Unrepaired setup endpoints after global routing: no
- Stage-log warning count: 32
- Synth Seq Share: 56.6%
- Max Cap Viol: 0
- Worst Skew: 5.35 ps
- Setup violators final: 0
- Simple Share, Synth: 14.6%
- Power, Total: 2.71 mW
- Crit end category: output pin
- Largest logic family: simple AND/OR/NAND/NOR gates
- Buf/Inv on CP: 1
- Hold_buf cts: 0
- Drc violations: 0
- Crit-path max cell delay: 580 ps
- Pre-antenna DRT Iters: 4
- Synth area leaders: edfxtp_1 55%, ha_1 4.2%, nor2_1 3.6%
- Routed vias/inst: 5.31
- Clk buf depth: 2
- Vias: 2,076
- XOR/XNOR Area Share: 4.30%
- Final WL: 5270 um
- Largest net degree at the start of global routing: 33
- Syn-to-layout area delta: 12.4%
- Die width: 82.7 um
- Post-Syn Area: 0.00326 sq mm
- Layout filler cell count: 534
- Async SR Flop Fraction: 0%
- Status: completed
- Clock root cell: clkbuf_8
- Vias in the first global route: 1,987
- Largest area contributor in the netlist: edfxtp_1
- Hold Vio Cnt, Final: 0
- Mean Syn Cell Area: 11.8 sq um
- Fmax: 343 MHz
- Per-cell routed wire length: 13.5 um
- Fp_density: 51.6%
- Tcrit/Tclk final: 74.7%
- CTS tree: yes
- CORE AREA: 0.00631 sq mm
- Worst vdd ir: 414 uV
- Share of the synthesized area in the top cell type: 55.3%
- Inserted Clock Buffers: 9
- Placer Congestion: 0.826
- # Cells Yosys: 277
- Chip area estimate from yosys synthesis: 0.00326 sq mm
- I/O pin count: 11
- Final instance area: 0.00366 sq mm
- Cells after DPL: 375
- # clock sinks: 62
- Tightest Hold Check Type: reg -> reg
- Pwr Density: 741 mW/mm^2
- GRT overflow: 0
- Initial antenna violation count: 0
- CP top delay family: flip-flops
- CP Class: reg -> out
- Worst slew margin: 50.8%
- Count leader, synth: edfxtp_1
- Post-CTS Setup Inserts: 0
- Fa+ha+maj area frac: 4.23%
- Finished Layout Cells: 391
- Post-layout min period: 2910 ps
- Initial drt markers: 103
- Worst path cell trace: mux4_2 -> nand2_1 -> o31a_1 -> o21ai_0 -> clkdlybuf4s50_1
- Crit path max fanout: 9
- Commonest flop: edfxtp_1
- Cts repair resizes: 0
- Worst setup SP type: flip-flop
- I/O Buffers: 10
- Synth unique cells: 55
- FF+latch area: 0.00184 sq mm
- Tally of yosys warning messages: 3
- Total GRT Usage: 18.0%
- Number of synthesized register bits: 62
- Post-place instance area: 0.00346 sq mm
- Final Max Slew Viols: 0
- Share of cells above drive strength 1: 10.2%
- Die Ht: 82.7 um
- Post-Synthesis Cells: 277
- Diodes inserted: 0
[per-stage QoR]
step	hold slack (ps)	setup slack (ps)	utilization, %
2_1_floorplan	487	1220	-
3_3_place_gp	576	1090	54.9
4_1_cts	580	958	58.0
6_report	580	987	58.0
5_1_grt	611	822	58.0
3_5_place_dp	560	1030	54.9
[worst register-to-register path, cell delays in order (launching register included)]
cell       delay [ps]
edfxtp_1          500
inv_1             110
ha_1              350
nand2b_1           90
a21oi_1            80
nor2_1            120
buf_4             210
mux2i_1           230
ha_1              240
nand2_1            90
a2111oi_0         440
o32ai_1           140
[cells by family after synthesis]
group                    after synthesis
multiplexers                          13
AND-OR/OR-AND                         54
adder cells (fa/ha/maj)               11
buffers and inverters                 23
other                                  1
flip-flops                            62
AND/OR/NAND/NOR                       97
XOR/XNOR                              16
[power by group]
group,switching (mW),internal (mW)
registers,0.237,1.08
logic,0.458,0.375
clock network,0.263,0.296
total,0.958,1.76
[routing by layer]
layer	part of all wire (%)	global-route usage, %	vias up	wire (um)
met1	52	31.9	952	2730
met5	0	0	-	0
met3	3.7	4.68	13	193
li1	-	-	1076	-
met4	2.3	3.97	0	123
met2	42	24.0	35	2220
[path summary, 6_finish.rpt]
path	slack [ps]	end	depth (start not counted)	from
worst max-delay path	990	tx	5	m_uart_tx.bit_idx[0]$_DFFE_PP_
worst min register to register	580	tx_start$_SDFF_PP1_	2	m_uart_tx.busy$_DFF_P_
worst max register to register	1030	m_uart_tx.data[3]$_DFFE_PP_	11	idx[4]$_SDFFCE_PN0P_
worst min-delay path	580	tx_start$_SDFF_PP1_	2	m_uart_tx.busy$_DFF_P_
[final cells by class]
| type | count | area share [%] |
|---|---|---|
| Sequential cell | 62 | 50.3 |
| Multi-Input combinational cell | 210 | 37.2 |
| Clock buffer | 9 | 3.38 |
| Timing Repair Buffer | 11 | 2.94 |
| Tap cell | 77 | 2.63 |
| Clock inverter | 7 | 1.98 |
| Inverter | 15 | 1.54 |
[cells in the final DEF, fill, tap and decap left out, types with 2 or more instances in the layout]
master           instances
nor2b_1                  4
mux2i_1                  6
nand4_1                  3
and3_1                   6
nor2_1                  31
o32ai_1                  2
or3_1                    3
a211oi_1                 3
o21ai_0                 16
ha_1                    11
a21o_1                   3
clkdlybuf4s50_1         10
nor3_1                   8
dfxtp_1                  2
mux4_2                   2
inv_1                   15
and2_1                   2
xnor2_1                  8
edfxtp_1                60
xor2_1                   8
nand2b_1                 4
clkbuf_8                 9
clkinv_2                 2
conb_1                  19
mux2_2                   4
nand3_1                  6
a21oi_1                  9
or2_2                    2
nor4_1                   5
clkinvlp_4               2
nor3b_1                  2
nand2_1                 17
o21ai_1                  2
o22ai_1                  3
[state kept, by name (all words and copies together) (netlist names)]
signal             cells
tx_start               1
m_uart_tx.bit_idx      4
m_uart_tx.count       32
state                  2
m_uart_tx.busy         1
m_uart_tx.data         9
idx                    5
format                 8
Power is estimated from default activity; no workload was simulated.
